`design/flow/run.sh`:
```
#!/bin/bash
# OpenROAD 26Q1-2900-gdf79404cd8, Yosys 0.63+post, stock flow scripts
make -C /OpenROAD-flow-scripts/flow DESIGN_CONFIG=/design/flow/config.mk WORK_HOME=/design/flow/orfs finish
```
`design/flow/config.mk`:
```
export PLATFORM = sky130hd
export DESIGN_NAME = counter55
export DESIGN_NICKNAME = counter55
export VERILOG_FILES = /design/flow/design.v
export SDC_FILE = /design/flow/constraint.sdc
export NUM_CORES = 4
export LEC_CHECK = 1
export CORE_AREA = 10 10 103 103
export DIE_AREA = 0 0 113 113
```
`design/flow/constraint.sdc`:
```
current_design counter55

set clk_period 4.9
set clk_io_pct 0.2

create_clock -name clk0 -period $clk_period [get_ports {C_CLK}]

set non_clock_inputs [all_inputs -no_clocks]
set_input_delay [expr $clk_period * $clk_io_pct] -clock clk0 $non_clock_inputs
set_output_delay [expr $clk_period * $clk_io_pct] -clock clk0 [all_outputs]
```
`design/flow/design.v`:
```
`timescale 1ns / 1ps
module counter55(C_CLK,RST,C_EN,data,D_OUT1,D_OUT0,C_out);
output C_out;
output [3:0] D_OUT1;
output [3:0] D_OUT0;
input [7:0]data;
input  C_CLK;
input  RST;
input  C_EN;
reg [3:0]data_0,data_1;
reg [3:0] D_OUT1;
reg [3:0] D_OUT0;
reg C_out;
reg [3:0] CData1;
reg [3:0] CData0;
reg [7:0] DATA;
always
if(RST==0)
begin
data_0<=data[3:0];
data_1<=data[7:4];
end
always @(posedge C_CLK)
begin
	if(RST==1||C_EN==0)
	  begin 
		C_out <= 1'b0;
		CData1 <= 4'b0000;
		CData0 <= 4'b0000;
	  end
	else
	  begin
	    if(CData0 ==data_0 && CData1 == data_1)
		  begin
	    	CData1 <= 4'b0000;
	        CData0 <= 4'b0000;
	        C_out = 1'b1;
	      end		
		else if(CData0 != 4'b1001)
		  begin
			CData0 <= CData0 + 1;
			C_out <= 1'b0;
		  end
		else if(CData0 == 4'b1001 && CData1 != 4'b0110)
		  begin
			CData1 <= CData1 + 1;
			CData0 <= 4'b0000;
			C_out <= 1'b0;
		  end
		else
	      begin
	    	CData1 <= 4'b0000;
	        CData0 <= 4'b0000;
	        C_out = 1'b1;
	      end
	end
end
reg [7:0]data_reg;
always
begin
    data_reg={data_1[3:0],data_0[3:0]};
	DATA <= data_reg-((CData1<<4)+CData0);
	if(((DATA>>4)&4'b1111)>data_1)
		D_OUT1 <= (DATA>>4)&4'b1111-4'b1111;
	else
		D_OUT1 <= (DATA>>4)&4'b1111;
	if((DATA&4'b1111)>4'b1001)
		D_OUT0 <= (DATA&4'b1111)-4'b0110;
	else
		D_OUT0 <= DATA&4'b1111;
end
endmodule
```
==> run_results.csv <==
group,metric,value,unit
synth,synth-edff-count,0,
synth,synth_cell_types,33,
sta,hold_viol,0,
synth,yosys-top-cells-count,"ha_1, inv_1, nor2_1, a21oi_1, dfxtp_1",
sta,unclocked_regs,8,
routing,routed_wirelength,2390,um
worst_setup_path,timing.rr.start,"CData1[0]",
sta,hold_ws,0.480,ns
pwr,powerDensity,146,mW/mm^2
pwr,p_leak,0.000627,uW
run,warnings,27,
worst_setup_path,worstSetupPathType,"reg -> out",
grt,groute.usage.overall,3.76,%
worst_setup_path,end_kind,"output pin",
pwr,power,217,uW
sta,fin_crit_sh,87.9,%
clocking,cts_hold_buf,0,
place,routabilityCongestion,0.765,
clocking,cts_made_buffers,3,
floorplanning,fp.coreArea,0.00830,mm^2
synth,ys_async_sr_fraction,0,%
synth,top_cell_area_share,21.1,%
hold_path,worstHoldEndpoint,"CData0[0]",
clocking,clk_latency,0.23,ns
sta,final_max_slew_viol_count,0,
floorplanning,fp_util,13.6,%
worst_setup_path,slowest_stage,"clkdlybuf4s50_1",
floorplanning,fp.dieH,113,um
grt,antenna_found_initial,0,
worst_setup_path,critPathRequiredTime,3.92,ns
worst_setup_path,cpPeakStageDelay,0.49,ns
synth,ys_cells,138,
synth,yosysWarnings,1,
worst_setup_path,crit_fanout,4,
clocking,path_clk_slew,0.04,ns
routing,viasPerCell,3.46,
cells_and_area,fin_area,0.00149,mm^2
worst_setup_path,crit_family,"adder cells",
clocking,cts_resized,0,
sta,max_freq,232,MHz
grt,grt_first_pass_wirelength,4130,um
floorplanning,dieArea,0.0128,mm^2
synth,synthesis.area,0.00113,mm^2
cells_and_area,area_growth,32.0,%
synth,ys_area,0.00113,mm^2
worst_setup_path,critPathMostFrequentCell,"ha_1",
routing,drtIter0Drc,19,
floorplanning,die_w,113,um
sta,final-setup-viol-count,0,
routing,dr.pass1.iters,2,
clocking,clock_path_buffers,2,
worst_setup_path,r2r_end,"CData0[3]",
synth,flop_cell,"dfxtp_1",
sta,untimed_endpoints,8,
sta,finalClockSkew,0.00151,ns
routing,diodes,0,
place,io_buffer_count,19,
hold_path,min_from,"CData0[0]",
place,placed_cell_area,0.00145,mm^2
sta,max_slew_margin,75.6,%
worst_setup_path,critPathLaunchType,"flip-flop",
grt,grt_pass1_vias,936,
sta,tightest_slew,0.365,ns
floorplanning,rows,33,
cells_and_area,drive_gt1_share,5.00,%
status,status,"finished, final reports clean",
routing,via_count,916,
worst_setup_path,r2r_slack,3.10,ns
clocking,cts_setup_buffers,0,
worst_setup_path,crit_chain,"ha_1, inv_1, ha_1, inv_1, a21oi_1, o21bai_1, a311oi_1, nor2_1, ha_1, and2_1, o21ai_0, a32oi_1, nor3_1, clkdlybuf4s50_1",
cells_and_area,fillers,918,
routing,drc_errors,0,
synth,ys_ff,17,
synth,postSynthCellCount,138,
sta,min_period,4.31,ns
worst_setup_path,critPathBufInv,3,
grt,grt_overflow,0,
routing,ant_nets,0,
synth,synthTopCellsByArea,"ha_1, dfxtp_1, dlxtn_1",
hold_path,min_path_type,"reg -> reg",
run,maxCapViolCount,0,
synth,synth_area_leader_cell,"ha_1",
clocking,cts_tree,"built",
sta,rsz0062_at_grt,"false",
floorplanning,io_pins,20,
sta,setup_tns,0,ns
place,hpwl,2110,um
synth,synth.avg_cell_area,8.18,um^2
hold_path,hold-path-cell-count,1,
clocking,root_buffer,"clkbuf_8",
routing,wl_per_cell,9.03,um
worst_setup_path,arrival,3.33,ns
worst_setup_path,ff2ff_path_depth,6,
grt,grt_max_degree,10,
clocking,htree_levels,1,
pwr,vdd_drop_max,0.0491,mV
## stage by stage
stage | worst slack [ns] | util (%) | instances
after global placement | 0.909 | 17.4 | 261
final | 0.593 | 18.0 | 265
after floorplan | 1.52 | - | 138
after CTS | 0.575 | 18.0 | 265
after detailed placement | 0.850 | 17.4 | 261
after global routing | 0.299 | 18.0 | 265
## worst max-delay path by stage
stage | startpoint | to | slack [ns] | cells past startpoint
6_report | CData0[3] | D_OUT1[1] | 0.59 | 14
5_1_grt | CData0[3] | D_OUT1[2] | 0.30 | 14
4_1_cts | CData0[3] | D_OUT1[1] | 0.58 | 14
## power breakdown
group	internal [uW]	total (uW)	switching (uW)
combinational	30.6	51.6	21.0
clock	56.6	84.5	27.9
sequential	78.9	80.8	1.82
total	166	217	50.8
## flip-flops by register name, summed over array words and instances, names as in the netlist
signal	flops
CData0	4
data_1	4
CData1	4
data_0	4
C_out	1
## layer usage
layer | global-route usage, % | wire length, um
met5 | 0 | 0
met4 | 0.254 | 0
met3 | 1.23 | 118
met2 | 6.30 | 1120
met1 | 4.80 | 1150
## kinds of logic after synthesis
logic type                 count (synthesis)  synth area share (%)
AOI/OAI and AO/OA                         24                  13.5
latches                                    8                  10.6
buffers and inverters                     20                  6.76
adders and majority gates                 20                  22.8
xor gates and xnor gates                  10                  7.76
DFF                                        9                  16.0
and+or+nand+nor                           46                  21.6
muxes                                      1                 0.887
## cell type report
type / instances / area, um^2 / area share [%]
multi-input combinational: 101 / 752 / 50.5
inverter: 19 / 71.3 / 4.79
timing repair buffer: 19 / 190 / 12.8
sequential: 17 / 300 / 20.2
tap: 105 / 131 / 8.82
clock buffer: 4 / 45.0 / 3.02
## worst reg2reg max path: cells and delay by family, from the launching register on
family                     cells  cell delay (ns)
and+or+nand+nor                5             0.94
DFF                            1             0.35
adders and majority gates      1             0.39
## cells in the final DEF, fill, tap and decap left out, types with 2 or more instances in the layout
cell and instances:
ha_1 19, and2_1 2, a21oi_1 11, o21ai_0 3
inv_1 19, clkdlybuf4s50_1 19, dfxtp_1 9, xnor2_1 4
nor3_1 4, o21a_1 2, nor2b_1 3, nand2b_1 4
or4_4 2, clkbuf_8 3, nand3_1 2, nand2_1 8
xor2_1 6, dlxtn_1 8, o21bai_1 2, nor2_1 15
Power is estimated from default activity; no workload was simulated.
