**/design/flow/design.v**
```verilog
`timescale 1ns / 1ps
module counter05(C_CLK,RST,C_EN,D_OUT1,D_OUT0,C_out);
output C_out;
output [3:0] D_OUT1;
output [3:0] D_OUT0;
input  C_CLK;
input  RST;
input  C_EN;
reg [3:0] D_OUT1;
reg [3:0] D_OUT0;
reg C_out;
reg [3:0] CData1;
reg [3:0] CData0;
reg [7:0] DATA;
always @(posedge C_CLK)
begin
	if(RST==0||C_EN==0)
	  begin 
		C_out <= 1'b0;
		CData1 <= 4'b0000;
		CData0 <= 4'b0000;
	  end
	else
	  begin
	    if(CData0 != 4'b0101)
		  begin
			CData0 <= CData0 + 1;
			C_out <= 1'b0;
		  end
		else
	      begin
	    	CData1 <= 4'b0000;
	        CData0 <= 4'b0000;
	        C_out = 1'b1;
	      end
	end
end
always
begin
	DATA <= 8'b00000101-((CData1<<4)+CData0);
	D_OUT1 <= 4'b0000;	
	if((DATA&4'b1111)>4'b0101)
		D_OUT0 <= DATA&4'b1111-4'b1011;
	else
		D_OUT0 <= DATA&4'b1111;
end
endmodule
```
**/design/flow/constraint.sdc**
```tcl
current_design counter05

set clk_period 1.7
set clk_io_pct 0.2

create_clock -name clk0 -period $clk_period [get_ports {C_CLK}]

set non_clock_inputs [all_inputs -no_clocks]
set_input_delay [expr $clk_period * $clk_io_pct] -clock clk0 $non_clock_inputs
set_output_delay [expr $clk_period * $clk_io_pct] -clock clk0 [all_outputs]
```
**/design/flow/config.mk**
```make
export PLATFORM = sky130hd
export DESIGN_NAME = counter05
export DESIGN_NICKNAME = counter05
export VERILOG_FILES = /design/flow/design.v
export SDC_FILE = /design/flow/constraint.sdc
export NUM_CORES = 4
export LEC_CHECK = 1
export CORE_AREA = 10 10 70 70
export DIE_AREA = 0 0 80 80
```
**/design/flow/run.sh**
```bash
#!/bin/bash
# OpenROAD 26Q1-2900-gdf79404cd8, Yosys 0.63+post, stock flow scripts
make -C /OpenROAD-flow-scripts/flow DESIGN_CONFIG=/design/flow/config.mk WORK_HOME=/design/flow/orfs finish
```
==> design notes <==
Subtracting the final worst setup slack from the clock period gives 1630 ps. The tally of max-capacitance violations was 0. The number of OpenROAD warnings is 30.

The worst setup path is of the reg2out kind. The run gives 569 um2 as the post-layout instance area. Before antenna repair, the detailed router went through 3 iterations. The number of buffers and inverters on the critical path is 3. From bottom edge to top edge, the die measures 80 um. With the number of nets still failing antenna checks after routing at 0, the width of the chip is 80 um. The placement summary gives the final routability congestion estimate as 0.683. In the final routing, the length of wire on met1 measures 330 um.

The tools report the kind of end point of the critical path as an output pin. The largest individual stage delay along the critical path comes from the cell sky130_fd_sc_hd__dfxtp_2. After floorplanning, the core was sized to cover 3420 um2. At the later pin of the worst-skew pair, clock insertion delay measures 240 ps.

Cells fill 16.7% of the core in the end. The floorplan has 21 rows. The global routing report lists combined usage of all routing layers as 2.36%. The pre-CTS setup check shows a worst slack of -99.1 ps. The kind of start point of the critical path was a flop. After detailed routing, the met3 layer carries 91 um of wire. Smallest setup slack after layout: 74.9 ps. Maximum clock skew at final layout: 0.795 ps. The overall power of the completed layout was 0.000302 W. The post-route clock period utilization is 95.6%. The final antenna diode tally reported by the flow is 0. The chip occupies 6400 um2. From the final report, the count of setup violators was given as 0. The clock-pin slew on the worst setup and hold paths works out to 40 ps. The post-synthesis instance area was 340 um2; the initial core utilization was 9.96%. The highest cell delay on the worst timing path was 320 ps; the total wirelength of the detailed-routed design was 751 um. Pins over their slew limit in the final report were tallied at 0. The script extracted a total leakage power of 0.224 nW. For this run the detailed placement stage logged an HPWL of 569 um. In this run the worst path has a maximum fanout of 3. Buffers inserted during clock tree synthesis total 3. TritonCTS built the clock tree.

Wire segments on met2 add up to 328 um in the final route. The top routing layer in use is met3. With the quantity of I/O buffers inserted on ports at 6, the number of cells produced by synthesis is 34.

For the number of antenna violations at the first check in global routing, the log shows 0. In this run, synthesis produced a sequential element count of 5. The run gives 0 for the post-cts hold buffer count. STA puts the critical path data arrival time at 1290 ps.

The flow ran to the end, and the final reports show no timing, DRC or antenna violations. The final hold violation count recorded for this run is 0. The tools report the clock root buffer as sky130_fd_sc_hd__clkbuf_4.

The run gives 34 as the cell count listed in synth_stat.txt. In this run the layout overhead on the synthesized area is reported as 67.3%. The first global-routing pass estimated 1210 um of wire. The number of warnings reported in the yosys synthesis log was 1; the clock sink count was 5.

The top cell types in the final layout, fill and taps aside, are sky130_fd_sc_hd__conb_1, sky130_fd_sc_hd__buf_4, sky130_fd_sc_hd__ha_4. The global route stage reports its total congestion overflow as 0. Cells with a size suffix above 1 make up 54.2% of the layout. The timing report attributes the biggest portion of critical-path delay to flip-flops. Per STA, the worst path is made up of inv_2 -> buf_6 -> ha_4 -> nor3b_4 -> nor3_1 -> buf_2. The via count of the first global-routing pass was 287. Checking hold timing, the worst path is listed with class reg2reg.

The remaining design rule violation count is 0. Static timing analysis puts the maximum clock frequency at 615 MHz. The maximum ir drop on the vdd rail is 324 uV, and the required time reported for the critical path endpoint is 1360 ps. After synthesis, the netlist uses 17 different library cells. The run gives 29.4% as the sequential area share after synthesis.

The run gives 2.74 for the number of vias per cell. TritonRoute output was used to compute an average wire per cell of 7.99 um. The detailed-route via count was 258; the worst-case hold slack was 615 ps.

Entering global routing, the biggest net connects 6 pins. The violation tally from detailed-route iteration zero was 6. The post-synth area from yosys stat came out at 340 um2. Dividing the synthesized area by the synthesized cell count gives 10.0 um2.

The run gives 12 for the top-level I/O count. The H-tree level count was 1. The post-detailed-placement cell area came out at 465 um2. Looking at the clock tree report, the maximum root-to-sink buffer count equals 2. The power density relative to cell area was 530 nW/um2.
synthesized netlist by cell type:
cell type,count,area (um2)
sky130_fd_sc_hd__nor3b_1,1,7.51
sky130_fd_sc_hd__nand3b_1,1,7.51
sky130_fd_sc_hd__nor3b_2,1,12.5
sky130_fd_sc_hd__xnor2_1,1,8.76
sky130_fd_sc_hd__a21bo_2,1,10.0
sky130_fd_sc_hd__nor2_1,1,3.75
sky130_fd_sc_hd__xor2_1,1,8.76
sky130_fd_sc_hd__ha_1,6,75.1
sky130_fd_sc_hd__nor3_1,3,15.0
sky130_fd_sc_hd__nand2_1,1,3.75
sky130_fd_sc_hd__a211oi_2,1,12.5
sky130_fd_sc_hd__inv_1,2,7.51
sky130_fd_sc_hd__dfxtp_1,5,100
sky130_fd_sc_hd__buf_4,6,45.0
sky130_fd_sc_hd__and3_1,1,6.26
sky130_fd_sc_hd__and3b_4,1,12.5
sky130_fd_sc_hd__conb_1,1,3.75
registers in the layout (all words and copies together) (netlist names):
register and count:
C_out 1, CData0 4
worst reg2reg max path: cells and delay by family (launching register included):
family / cells / cell delay, ps
compound gates: 2 / 370
flops: 1 / 350
buf+inv: 1 / 150
fa+ha+maj: 1 / 190
kinds of logic (layout without fill, tap and decap cells):
group	count (synthesis)	in the layout	share of synthesized area (%)
AOI/OAI and AO/OA	2	2	6.62
buffers and inverters	8	18	15.4
and+or+nand+nor	10	10	20.2
adders and majority gates	6	6	22.1
DFF	5	5	29.4
other	1	5	1.10
xor gates and xnor gates	2	2	5.15
timing repair:
| action | 4_1_cts | 5_1_grt |
|---|---|---|
| endpoints found under the setup margin | 3 | 2 |
| buffers inserted | 0 | 1 |
| pin swaps | 3 | 3 |
| resized | 11 | 12 |
| endpoints found under the hold margin | 0 | 0 |
per-layer routing:
metal	up-vias	track usage, %
li1	129	-
met1	120	2.72
met2	9	3.37
met3	0	2.05
met4	0	0.176
met5	-	0
layout make-up:
cell class	instances	area (um2)
inverter	2	7.51
sequential	5	104
clock buffer	4	26.3
timing repair buffer	12	97.6
tap	46	57.6
multi-input combinational	25	277
fill	382	2850
metrics by stage:
step                      instances  setup TNS, ps
final                            94              0
after floorplan                  38              0
after global routing             94         -0.852
after detailed placement         89           -196
after global placement           89           -220
after CTS                        93          -49.9
where the power goes:
group / internal, W / total, W / switching (W)
clock: 0.0000886 / 0.000134 / 0.0000459
sequential: 0.000121 / 0.000124 / 0.00000303
combinational: 0.0000261 / 0.0000439 / 0.0000178
total: 0.000235 / 0.000302 / 0.0000667
worst paths after layout:
kind / to / start / cells past startpoint / slack [ps]
max: D_OUT0[0] / CData0[1] / 6 / 70
min: CData0[0] / CData0[0] / 2 / 620
max reg2reg: CData0[3] / CData0[2] / 4 / 560
min reg2reg: CData0[0] / CData0[0] / 2 / 620
Power figures rest on the tool's default switching activity, not on a simulated workload.
