## /design/flow/design.v

```verilog
`timescale 1ns / 1ps
module alarm_clock(input [2:0]flowspeed,input [1:0]count_light,input [1:0]count_light1,input Rst,input I_CLK,output reg O_CLK,output reg num);
reg [27:0]cnt;
parameter N=50000000;
reg [27:0]cnt1_0;
wire [1:0]accept,hope;
assign accept=count_light;
assign hope=count_light1;
always@(flowspeed)
begin
if(flowspeed==3'b000)
begin
cnt1_0<=50000000;
end
else if(flowspeed==3'b001)
begin cnt1_0<=25000000;end
else if(flowspeed==3'b011||flowspeed==3'b111)
begin
cnt1_0<=12500000;
end
end
always@(posedge I_CLK)
begin
if(Rst==0)
begin
cnt<=0;
O_CLK<=0;
end
else
begin
if(cnt==cnt1_0/2-1)
 begin O_CLK <= !O_CLK; cnt<=0; end
else
cnt <= cnt + 1;
end
end
always@(posedge O_CLK)
if(Rst==0)
num<=0;
else if(accept==hope&&flowspeed>3'b000)
begin
num<=~num;
end
else
num<=0;
endmodule
```

## /design/flow/run.sh

```bash
#!/bin/bash
# OpenROAD 26Q1-2900-gdf79404cd8, Yosys 0.63+post, stock flow scripts
make -C /OpenROAD-flow-scripts/flow DESIGN_CONFIG=/design/flow/config.mk WORK_HOME=/design/flow/orfs finish
```

## /design/flow/config.mk

```make
export PLATFORM = sky130hd
export DESIGN_NAME = alarm_clock
export DESIGN_NICKNAME = alarm_clock
export VERILOG_FILES = /design/flow/design.v
export SDC_FILE = /design/flow/constraint.sdc
export NUM_CORES = 4
export LEC_CHECK = 1
export CORE_AREA = 10 10 114 114
export DIE_AREA = 0 0 124 124
```

## /design/flow/constraint.sdc

```tcl
current_design alarm_clock

set clk_period 5.7
set clk_io_pct 0.2

create_clock -name clk0 -period $clk_period [get_ports {I_CLK}]

set non_clock_inputs [all_inputs -no_clocks]
set_input_delay [expr $clk_period * $clk_io_pct] -clock clk0 $non_clock_inputs
set_output_delay [expr $clk_period * $clk_io_pct] -clock clk0 [all_outputs]
```

==> job_summary.md <==
## Synthesis and layout report

| Metric | Value |
|---|---|
| Crit-path cells | clkdlybuf4s50_1 |
| CP max FO | 4 |
| Leakage | between 0.7 and 0.8 nW |
| Hold-fix buffer count after cts | 0 |
| Commonest cells post-synth | nor2_1 (33), dfxtp_1 (30), xor2_1 (21) |
| Grt ovf | 0 |
| Routed Antenna Nets | 0 |
| Register pins left without a clock | 7 |
| I/O Buffers | 10 |
| Int Power | about 0.00030 W |
| Antenna violations before repair | 0 |
| Hold_ws | approximately 0.45 ns |
| Max Fclk | about 0.44 GHz |
| Largest net degree at the start of global routing | 29 |
| RSZ-0062 raised after global routing | no |
| Yosys cell types | 39 |
| Fin area | 2034 um2 |
| Top-area cell share | 0.3483 |
| # resized after CTS | 0 |
| Pwr Density | just under 200 nW/um2 |
| Setup Buffers After CTS | 0 |
| Reg-to-reg setup timing slack | about 3.5 ns |
| Post-DP HPWL | between 2000 and 2500 um |
| Status | complete, no violations |
| Final setup viols | 0 |
| Worst Path Arrival | 1.11 ns |
| Cells after Synth | 191 |
| Vias in the first global route | 1240 |
| Number of unconstrained endpoints | 8 |
| Fillers | between 1000 and 1500 |
| Count of library flops with an enable pin | 0 |
| Worst vdd ir | roughly 77 uV |
| Slew headroom | 0.4764 |
| I/O pin count | 11 |
| Log Warnings | 25 |
| Initial Utilization | 0.1655 |
| Clk_skew | 0.004734 ns |
| CTS root buffer | clkbuf_8 |
| TritonCTS Buffers | 5 |
| Share of cells above drive strength 1 | 0.06863 |
| Final WL | around 3200 um |
| Final Slew Violations | 0 |
| R2R depth | 6 |
| Max_cap viols | 0 |
| Sw Pwr | slightly below 0.00009 W |
| Hold EP | cnt[0] |
| Final Hold Viols | 0 |
| Top-count cell post-synth | nor2_1 |
| Synth Cell Area | 1724 um2 |
| Row cnt | 37 |
| Power, Total | 0.0003922 W |
| R2R Path Start | cnt[0] |
| Total track usage | 0.04569 |
| Crit path largest cell delay | just under 0.5 ns |
| Critical Path Start Type | register |
| CP Capture Type | output port |
| Vias per inst | around 3.8 |
| Slowest library cell on the worst path | clkdlybuf4s50_1 |
| Hold path depth | 1 |
| Post-synthesis async set-or-reset flop share | 0 |
| Sequential power share | 0.542 |
| Switching part of the total power | 0.2236 |
| Syn avg cell area | between 9 and 10 um2 |
| Worst hold path type | reg -> reg |
| Hold path start | cnt[0] |
| Die Size | ~15000 um2 |
| H-tree levels | 2 |
| End of the worst register-to-register path | cnt[2] |
| Global-route wire length before repair | around 5900 um |
| Most used flip-flop cell | dfxtp_1 |
| Kind of critical path | reg -> out |
| Crit path required time | 4.56 ns |
| Total negative slack | 0 ns |
| Yosys cell count | between 150 and 200 |
| Post-placement cell area | between 1500 and 2000 um2 |
| Clock buffer depth | 2 |
| P&R area growth vs syn | 18.00% |
| WP buf/inv | 1 |
| N_diodes | 0 |
| Vias | 1293 |
| Synth flops | 36 |
| # DRC | 0 |
| Synth warn | 1 |
| Part of the power in the clock network | 0.401 |
| Routability cong. | approximately 0.8 |
| WL/cell | 9.529 um |
| TritonCTS clock tree | built |
| Core Region | roughly 10000 um2 |
| Top cells by area | dfxtp_1 (35%), xor2_1 (11%), xnor2_1 (8.6%) |
| Worst-Skew Late Latency | 0.27 ns |
| Slew @ Worst Pin | about 0.78 ns |
| Yosys top cell by area | dfxtp_1 |
| Yosys stat chip area | 1724 um2 |
| Crit path time final | ~2.2 ns |
| Die x size | approximately 120 um |
| Comb power frac | 0.056 |
| DR iter-0 viols | about 100 |
| Crit share post-route | 0.3947 |
| Die height | 124 um |
| Drt first pass iters | 4 |
| Clock transition at the registers of the reported paths | approximately 0.06 ns |
| Top delay family on crit path | buffers and inverters |
[placed cells by master (no fill, tap or decap), drive strengths merged, types with 2 or more instances in the layout]
master and n:
dlxtn 6, or3 3, and3 8, xnor2 17
clkbuf 6, dfxtp 30, clkdlybuf4s50 10, xor2 21
a21oi 2, nand3 10, inv 8, nor4b 2
and4 2, ha 3, clkinv 2, nor3 4
nor2 33, o21ai 5, nor4 3, o2111ai 2
nand2 6, nand4 10
[metal layers]
metal	vias to the layer above	wire length, um	track usage
li1	677	-	-
met1	590	1547	0.06468
met2	22	1494	0.06954
met3	4	143	0.01286
met4	0	55	0.007194
met5	-	0	0
[state kept, by name, indices dropped and copies added, names as in the netlist]
name and count:
O_CLK 1, cnt1_0 6, num 1, cnt 28
[power groups by stage]
stage	combinational (W)	clock (W)	sequential, W
5_1_grt	0.0000252	0.000177	0.000213
6_report	0.0000221	0.000157	0.000213
4_1_cts	0.0000225	0.000164	0.000213
[through the flow]
step / util / std cells / setup slack (ns)
6_report: 0.1953 / 340 / 3.450
5_1_grt: 0.1953 / 340 / 3.282
4_1_cts: 0.1953 / 340 / 3.431
3_5_place_dp: 0.1874 / 332 / 3.496
3_3_place_gp: 0.1874 / 332 / 3.512
2_1_floorplan: - / 191 / 3.927
[how the worst max path moves through the flow]
stage	slack (ns)	endpoint	cells after the start	from
4_1_cts	3.43	O_CLK	1	O_CLK
5_1_grt	3.28	cnt[22]	5	cnt[7]
6_report	3.45	O_CLK	1	O_CLK
[final cells by class]
type	count	area (um2)	area share
Clock buffer	6	72.57	0.03567
Inverter	8	30.03	0.01476
Multi-Input combinational cell	142	960.9	0.4723
Timing Repair Buffer	10	100.1	0.04920
Clock inverter	2	10.01	0.004920
Sequential cell	36	690.7	0.3395
Tap cell	136	170.2	0.08364
[cell families after synthesis]
group | synth area share
compound gates | 0.05226
xor+xnor | 0.1930
fa+ha+maj | 0.02177
buf+inv | 0.04208
flops | 0.3483
latches | 0.05225
simple gates | 0.2903
Power and IR drop assume default switching activity.
